===== flow/config.mk =====
export PLATFORM = sky130hd
export DESIGN_NAME = ALU
export DESIGN_NICKNAME = ALU
export VERILOG_FILES = /design/flow/design.v
export SDC_FILE = /design/flow/constraint.sdc
export NUM_CORES = 4
export LEC_CHECK = 1
export CORE_AREA = 10 10 94 94
export DIE_AREA = 0 0 104 104

===== flow/constraint.sdc =====
current_design ALU

set clk_period 8.4
set clk_io_pct 0.2

create_clock -name clk0 -period $clk_period

set non_clock_inputs [all_inputs -no_clocks]
set_input_delay [expr $clk_period * $clk_io_pct] -clock clk0 $non_clock_inputs
set_output_delay [expr $clk_period * $clk_io_pct] -clock clk0 [all_outputs]

===== flow/design.v =====
module ALU(Ain,Bin,ALUop,out,Z);
input [15:0] Ain, Bin;
input [1:0] ALUop;
output [15:0] out;
output [2:0] Z;
reg [15:0] out;
reg [2:0] Z;
reg subs;
wire overflow;
wire [15:0]ss;
always @(*) begin
case(ALUop)
2'b00: subs = 1'b0;
2'b01: subs =1'b1;
2'b10: subs = 1'b0;
2'b11: subs = 1'b0;
default: subs= 1'bx;
endcase
end
AddSub #(16) Main(Ain, Bin, subs, ss ,overflow);
always @(*) begin
case(ALUop)
2'b00: out =ss;
2'b01: out =ss;
2'b10: out = Ain & Bin;
2'b11 : out = ~Bin;
default: out = 16'bxxxx_xxxx_xxxx_xxxx;
endcase
end 
always @(*) begin
if (out == 16'b0000_0000_0000_0000) begin
Z[0] = 1'b1;
end
else begin
Z[0] = 1'b0;
end
if(out[15]) begin
Z[1] =1'b1;
end
else begin
Z[1] = 1'b0;
end
if(overflow == 1'b1) begin
Z[2] = 1'b1;
end
else begin
Z[2] = 1'b0;
end
end
endmodule
module AddSub(a,b,sub,s,ovf) ;
  parameter n = 8 ;
  input [n-1:0] a, b ;
  input sub ;            
  output [n-1:0] s ;
  output ovf ;           
  wire c1, c2 ;          
  wire ovf = c1 ^ c2 ;   
  Adder1 #(n-1) ai(a[n-2:0],b[n-2:0]^{n-1{sub}},sub,c1,s[n-2:0]) ;
  Adder1 #(1)   as(a[n-1],b[n-1]^sub,c1,c2,s[n-1]) ;
endmodule
module Adder1(a,b,cin,cout,s) ;
  parameter n = 8 ;
  input [n-1:0] a, b ;
  input cin ;
  output [n-1:0] s ;
  output cout ;
  wire [n-1:0] s;
  wire cout ;
  assign {cout, s} = a + b + cin ;
endmodule 

===== flow/run.sh =====
#!/bin/bash
# OpenROAD 26Q1-2900-gdf79404cd8, Yosys 0.63+post, stock flow scripts
make -C /OpenROAD-flow-scripts/flow DESIGN_CONFIG=/design/flow/config.mk WORK_HOME=/design/flow/orfs finish

==> results.json <==
{
  "status": "finished clean",
  "grt_max_degree": 25,
  "path_class": "in -> out",
  "drc": 0,
  "finalWirelength_um": 4950,
  "power_leakage_nw": 0.882,
  "first_pass_iters": 6,
  "grt_overflow": 0,
  "place.gp.congestion": 0.864,
  "antenna_found_initial": 0,
  "finalMaxSlewViolations": 0,
  "logic_area_um2": 1340,
  "io_buffers": 53,
  "flops": 0,
  "track_usage": 0.0874,
  "crit_cells": 18,
  "path_buffers": 4,
  "cpPeakStageDelay_ns": 0.53,
  "die.size.y_um": 104,
  "initial_core_util": 0.207,
  "syn_inst": 204,
  "fp.dieArea_um2": 10800,
  "finalCritPeriodShare": 0.928,
  "nClkBuffers": 0,
  "crit_path_end_kind": "output port",
  "nFillCells": 733,
  "drtAntennaViolNets": 0,
  "coreArea_um2": 6830,
  "wl_per_cell_um": 13.8,
  "warnings": 32,
  "ys_cells": 204,
  "crit_chain": "clkdlybuf4s50_1 -> inv_1 -> nand2_1 -> buf_6 -> xnor2_1 -> ha_1 -> nand2_2 -> nor4_2 -> nand2_1 -> a31o_2 -> o21a_1 -> fa_1 -> a21oi_1 -> or4_1 -> or3_1 -> or4_4 -> nor4b_2 -> dlymetal6s2s_1",
  "crit_top_cell": "nand2_1",
  "drv_cap": 0,
  "layout-area-overhead-vs-synth_pct": 53.1,
  "fin_tns_setup_ns": 0,
  "crit_family": "simple AND/OR/NAND/NOR gates",
  "crit_start": "ALUop[1]",
  "synth_seq_share": 0,
  "rsz0062_at_grt": "false",
  "hp-class": "in -> out",
  "vias": 1648,
  "drive_above_1_share": 0.136,
  "relSlewSlack": 0.606,
  "synth-warning-count": 1,
  "grt_pass1_vias": 1621,
  "setup_violations": 0,
  "max_freq_ghz": 0.128,
  "row_count": 30,
  "power.density_nw_per_um2": 86.9,
  "avgSynthCellArea_um2": 6.94,
  "drt_iter0_markers": 95,
  "grt_pass1_wl_um": 8100,
  "post-dp-hpwl_um": 4140,
  "worst_ep_required_time_ns": 6.72,
  "diodes": 0,
  "cpMaxStageDelayCell": "or4_4",
  "irDropWorstVdd_mv": 0.0302,
  "ys_area_um2": 1420,
  "critical_path_arrival_ns": 6.11,
  "holdWs_ns": 4.46,
  "fin_crit_ns": 7.79,
  "path_max_fanout": 8,
  "regArea_um2": 0,
  "fp.dieW_um": 104,
  "cp-endpoint": "Z[0]",
  "synth_area_um2": 1420,
  "viasPerCell": 4.58,
  "tightest_slew_ns": 0.583,
  "cp-start-kind": "primary input",
  "hold_violations": 0,
  "pin_count": 53,
  "yosys.cell_types.count": 46
}
==> worst min-delay path by stage <==
| stage | start | end | slack [ns] | depth (start not counted) |
|---|---|---|---|---|
| 5_1_grt | Ain[13] | Z[0] | 4.54 | 6 |
| 6_report | Ain[13] | Z[0] | 4.46 | 6 |
| 4_1_cts | Ain[10] | out[10] | 4.50 | 6 |
==> Yosys cell counts, types with 3 or more instances <==
cell type	count	area [um2]
a211o_1	3	26.3
a211oi_1	4	30.0
a21o_1	4	30.0
a21oi_1	13	65.1
a311oi_1	4	35.0
buf_2	3	15.0
clkbuf_1	3	11.3
ha_1	15	188
inv_1	11	41.3
mux2_2	5	56.3
mux2i_1	7	70.1
nand2_1	29	109
nand3_1	4	20.0
nor2_1	14	52.6
nor2b_1	3	18.8
nor3_1	8	40.0
nor3b_1	3	22.5
o211ai_1	4	30.0
o21a_1	3	22.5
o21ai_0	6	30.0
or3_1	5	31.3
xnor2_1	17	149
xor2_1	3	26.3
==> placed cells by master, fill, tap and decap left out, drive strengths merged, types with 6 or more instances in the layout <==
cell | synthesis | final
a21oi | 13 | 13
o21ai | 6 | 6
nor3 | 8 | 8
nand2 | 29 | 29
ha | 15 | 15
inv | 11 | 11
buf | 7 | 17
nor2 | 15 | 15
mux2i | 7 | 7
mux2 | 6 | 6
clkdlybuf4s50 | 0 | 52
xnor2 | 17 | 17
==> power breakdown <==
group | total [mW] | leakage, nW | switching (mW) | internal [mW]
Clock | 0 | 0 | 0 | 0
Combinational | 0.188 | 0.882 | 0.0837 | 0.105
Sequential | 0 | 0 | 0 | 0
==> cell families (layout without fill, tap and decap cells) <==
kind of cell | count (synthesis) | after routing | share of synthesized area
muxes | 13 | 13 | 0.0999
buffers and inverters | 21 | 81 | 0.0690
adders and majority gates | 17 | 17 | 0.161
AOI/OAI and AO/OA | 56 | 56 | 0.277
xor gates and xnor gates | 20 | 20 | 0.124
and+or+nand+nor | 77 | 77 | 0.270
==> layout make-up <==
class,instances,area share
timing repair buffer,70,0.307
multi-input combinational,183,0.619
tap,96,0.0554
inverter,11,0.0191
==> routing by layer <==
| metal | up-vias | wire, um | GRT usage |
|---|---|---|---|
| li1 | 876 | - | - |
| met1 | 722 | 2560 | 0.127 |
| met2 | 48 | 2070 | 0.135 |
| met3 | 2 | 292 | 0.0182 |
| met4 | 0 | 31 | 0.00497 |
| met5 | - | 0 | 0 |
==> through the flow <==
step | setup slack [ns] | instances | power, mW | utilization | instance area (um2)
after global placement | 0.187 | 355 | 0.180 | 0.307 | 2100
final | 0.605 | 360 | 0.188 | 0.317 | 2170
after CTS | 0.0775 | 355 | 0.182 | 0.307 | 2100
after detailed placement | 0.0889 | 355 | 0.180 | 0.307 | 2100
after floorplan | 0.407 | 204 | 0.100 | - | 1420
after global routing | 0.337 | 360 | 0.210 | 0.317 | 2170
==> what timing repair did <==
item / CTS / global route
buffers inserted: 0 / 5
hold buffers: 0 / 0
hold endpoints to repair: 0 / 0
endpoints found under the setup margin: 0 / 1
gates resized: 0 / 8
Power figures rest on the tool's default switching activity, not on a simulated workload.
