`run.sh`:
```
#!/bin/bash
# OpenROAD 26Q1-2900-gdf79404cd8, Yosys 0.63+post, stock flow scripts
make -C /OpenROAD-flow-scripts/flow DESIGN_CONFIG=/design/flow/config.mk WORK_HOME=/design/flow/orfs finish
```
`config.mk`:
```
export PLATFORM = sky130hd
export DESIGN_NAME = shifter
export DESIGN_NICKNAME = shifter
export VERILOG_FILES = /design/flow/design.v
export SDC_FILE = /design/flow/constraint.sdc
export NUM_CORES = 4
export LEC_CHECK = 1
export CORE_AREA = 10 10 70 70
export DIE_AREA = 0 0 80 80
```
`constraint.sdc`:
```
current_design shifter

set clk_period 2.6
set clk_io_pct 0.2

create_clock -name clk0 -period $clk_period

set non_clock_inputs [all_inputs -no_clocks]
set_input_delay [expr $clk_period * $clk_io_pct] -clock clk0 $non_clock_inputs
set_output_delay [expr $clk_period * $clk_io_pct] -clock clk0 [all_outputs]
```
`design.v`:
```
module shifter(in,shift,sout);
input [15:0] in;
input [1:0] shift;
output [15:0] sout;
reg [15:0] sout;
always @(in , shift) begin
case (shift)
2'b00: sout = in;
2'b01: sout = {in[14], in[13], in[12], in[11], in[10], in[9], in[8], in[7], in[6], in[5], in[4], in[3], in[2], in[1], in[0], 1'b0};
2'b10: sout = {1'b0, in[15], in[14], in[13], in[12], in[11], in[10], in[9], in[8], in[7], in[6], in[5], in[4], in[3], in[2], in[1]};
2'b11: sout = {in[15], in[15], in[14], in[13], in[12], in[11], in[10], in[9], in[8], in[7], in[6], in[5], in[4], in[3], in[2], in[1]};
default: sout = 16'b0000_0000_0000_0000;
endcase
end
endmodule
```
==> impl_metrics.csv <==
group,metric,value,unit
synth,ys_warn_count,1,
synth,topCellsByArea,"mux2i_1 39%, nand2_1 15%, o21ai_1 13%",
setup_path,worstPathArrival,1.97,ns
final_timing,rsz0062_at_grt,"no",
layout,area_delta_synth_final,105,%
status,status,"completed",
power,fin_total_pwr,0.120,mW
drt,wl_per_cell,11.2,um
min_path,hold_class,"input port to output pin",
synth,synth_top_area_share,0.394,
final_timing,tightest_slew,0.130,ns
run,warning_count,32,
global_routing,grt_pass1_vias,460,
synth,syn_inst,51,
run,maxCapViolations,0,
power,ir_worst_vdd,0.0476,mV
setup_path,cp.required,2.08,ns
placed_design,place_area,728,sq um
synth,ys_area,355,sq um
drt,antennaDiodeCount,0,
synth,avgSynthCellArea,6.97,sq um
global_routing,grt_pass1_wl,2260,um
global_routing,antenna_found_initial,0,
setup_path,crit_type,"input port to output pin",
floorplanning,initCoreUtil,0.104,
drt,drc_errors,0,
drt,routed_wl,1440,um
drt,first_iter_violations,20,
setup_path,start_kind,"input port",
synth,syn_area,355,sq um
placed_design,place_congestion,0.720,
placed_design,placed_cells,129,
drt,drtAntennaViolNets,0,
final_timing,max_freq,401,MHz
power,power_density,164,mW/mm^2
layout,fin_cells,129,
clocking,ctsHoldBuffers,0,
final_timing,min_period_over_period,0.959,
setup_path,end_kind,"output pin",
layout,design_area,728,sq um
synth,yosysSeqAreaShare,0,
synth,common_cells,"14 x mux2i_1, 14 x nand2_1, 9 x o21ai_1, 5 x o21ai_0",
clocking,cts_resized,0,
floorplanning,coreArea,0.00342,sq mm
global_routing,grt_max_degree,17,
layout,ff_count,0,
setup_path,cp_max_fo,4,
power,p_leak,0.297,nW
final_timing,slew_violations,0,
global_routing,grt_overflow,0,
drt,dr.pass1.iters,3,
floorplanning,io_pins,34,
final_timing,final.setup.tns,0,ns
synth,ys_cells,51,
clocking,cts_setup_buffers,0,
layout,clock_buffers,0,
drt,viasPerCell,3.54,
placed_design,portBuffers,34,
drt,num_vias,457,
final_timing,slew_headroom,0.911,
layout,regArea,0,sq um
layout,drive_gt1_frac,0.0361,
floorplanning,die_h,80,um
final_timing,finalSetupViolations,0,
synth,synth_cell_types,11,
synth,top_area_cell,"mux2i_1",
layout,comb_area,295,sq um
layout,fill_cells,400,
placed_design,dp_hpwl,1250,um
final_timing,hold_viol,0,
global_routing,grt_usage,0.0418,
floorplanning,rows,21,
floorplanning,die_area,0.00640,sq mm
final_timing,fin_crit,2.49,ns
floorplanning,die_w,80,um
## per-layer routing
| layer | GRT usage | share of wire |
|---|---|---|
| met2 | 0.0706 | 0.46 |
| met4 | 0 | 0 |
| met5 | 0 | 0 |
| met3 | 0.0136 | 0.073 |
| met1 | 0.0534 | 0.47 |
## cell families (layout without fill, tap and decap cells)
family                 count (synthesis)  in the layout  share of synthesized area
AOI/OAI and AO/OA                     16             16                      0.246
and+or+nand+nor                       15             15                      0.158
muxes                                 15             15                      0.426
buffers and inverters                  5             37                      0.169
## power by group
part / switching (mW) / internal [mW]
registers: 0 / 0
logic: 0.0379 / 0.0819
clock network: 0 / 0
## path summary, 6_finish.rpt
path / startpoint / to / slack, ns / cells after the start
worst min-delay path: in[15] / sout[14] / 2.00 / 4
worst max-delay path: shift[1] / sout[15] / 0.11 / 4
## critical path: stages
cell,delay (ns)
clkdlybuf4s50_1,0.53
mux2_1,0.33
a22o_1,0.18
clkdlybuf4s50_1,0.41
## through the flow
stage	hold slack, ns	util	setup slack, ns
after floorplan	1.10	-	1.10
after global placement	2.01	0.213	0.111
after detailed placement	2.00	0.213	0.106
after CTS	2.01	0.213	0.0922
after global routing	2.05	0.213	0.0358
final	2.00	0.213	0.107
## cell type report
type / instances / area share
multi-input combinational: 46 / 0.405
tap: 46 / 0.0790
timing repair buffer: 37 / 0.515
## layout by cell type (no fill, tap or decap)
cell type and count:
mux2i_1 14, mux2_1 1, o21ai_0 5, o21ai_1 9
nand2_1 14, nor2_1 1, buf_12 1, a22o_1 2
buf_4 2, clkdlybuf4s50_1 34
Power and IR drop assume default switching activity.
